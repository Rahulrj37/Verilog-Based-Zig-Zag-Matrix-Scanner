File: ./config.mk
export PLATFORM = sky130hd
export DESIGN_NAME = zig_zag_traversal
export DESIGN_NICKNAME = zig_zag_traversal
export VERILOG_FILES = /design/flow/design.v
export SDC_FILE = /design/flow/constraint.sdc
export NUM_CORES = 4
export LEC_CHECK = 1
export CORE_UTILIZATION = 30
File: ./run.sh
#!/bin/bash
# OpenROAD 26Q1-2900-gdf79404cd8, Yosys 0.63+post, stock flow scripts
make -C /OpenROAD-flow-scripts/flow DESIGN_CONFIG=/design/flow/config.mk WORK_HOME=/design/flow/orfs finish
File: ./constraint.sdc
current_design zig_zag_traversal

set clk_period 5.7
set clk_io_pct 0.2

create_clock -name clk0 -period $clk_period [get_ports {clk}]

set non_clock_inputs [all_inputs -no_clocks]
set_input_delay [expr $clk_period * $clk_io_pct] -clock clk0 $non_clock_inputs
set_output_delay [expr $clk_period * $clk_io_pct] -clock clk0 [all_outputs]
File: ./design.v
`timescale 1ns / 1ps
module Rom (
    input  [5:0] addr,     
    output [7:0] data      
);
  reg [7:0] memory [0:63];
  integer i;
  initial begin
    for (i = 0; i < 64; i = i + 1) begin
      memory[i] = i;    
    end
  end
  assign data = memory[addr];
endmodule
`timescale 1ns / 1ps
module zig_zag_traversal (
    input clk,
    input reset,
    output reg done,
    input [5:0] ram_read_addr,       
    output [7:0] ram_read_data       
);
  wire [7:0] rom_data;
  reg [5:0] rom_addr;        
  reg [5:0] ram_write_addr;   
  Rom rom_inst (
    .addr(rom_addr),
    .data(rom_data)
  );
  reg [7:0] ram [0:63];
  assign ram_read_data = ram[ram_read_addr]; 
  reg [3:0] diag;
  reg [3:0] r;      
  parameter S_INIT    = 2'b00;
  parameter S_PROCESS = 2'b01;
  parameter S_DONE    = 2'b10;
  reg [1:0] state;
  reg [3:0] r_min;
  reg [3:0] r_max;
  always @(posedge clk or posedge reset) begin
    if (reset) begin
      state           <= S_INIT;
      diag            <= 0;
      ram_write_addr  <= 0;
      done            <= 0;
    end else begin
      case (state)
        S_INIT: begin
          if (diag < 8) begin
            r_min <= 0;
            r_max <= diag;
          end else begin
            r_min <= diag - 7;
            r_max <= 7;
          end
          if (diag[0] == 1) begin
            r <= r_max;
          end else begin
            r <= r_min;
          end
          state <= S_PROCESS;
        end
        S_PROCESS: begin
          rom_addr <= r * 8 + (diag - r);
          ram[ram_write_addr] <= rom_data;
          ram_write_addr <= ram_write_addr + 1;
          if (diag[0] == 1) begin
            if (r > r_min) begin
              r <= r - 1;
            end else begin
              if (diag < 14) begin
                diag <= diag + 1;
                state <= S_INIT;
              end else begin
                state <= S_DONE;
              end
            end
          end else begin
            if (r < r_max) begin
              r <= r + 1;
            end else begin
              if (diag < 14) begin
                diag <= diag + 1;
                state <= S_INIT;
              end else begin
                state <= S_DONE;
              end
            end
          end
        end
        S_DONE: begin
          done <= 1;
        end
        default: state <= S_INIT;
      endcase
    end
  end
endmodule
==> flow_summary_export.csv <==
group,metric,value,unit
critical_path,start_kind,"input port",
final_layout,lay_top_count,"edfxtp_1",
power_and_ir_drop,irDropWorstVdd,204,uV
min_path,whs_endpoint,"rom_data[4]$_DFF_P_",
synth,yosysUniqueCellTypes,76,
synth,async_flop_share,3.32,%
synth,ys_chip_area,0.0172,sq mm
clocking,cts_tree,"built",
critical_path,required,4.56,ns
final_timing,finalSetupTns,0,ns
clocking,cts-root-buf,"clkbuf_16",
routing,via_per_inst,5.52,
synth,yosys_cells,1159,
min_path,hold_path_class,"register to register",
synth,syn_area,0.0172,sq mm
critical_path,critical_path_arrival,4.46,ns
final_layout,areaGrowthSynthToFinish,17.2,%
critical_path,cpMaxStageDelayCell,"clkdlybuf4s50_1",
routing,wl,56200,microns
synth,ys_warn_count,3,
routing,first_pass_iters,8,
critical_path,r2r_slack,2.41,ns
place,hpwl,36900,microns
routing,antenna-diode-count,0,
clocking,clock-sinks,422,
critical_path,crit_top_cell,"buf_4",
synth,synth_cells,1159,
critical_path,r2r-end,"ram[14][5]$_DFFE_PP_",
clocking,numCtsBuffers,42,
place,portBuffers,14,
critical_path,crit_family,"buffers and inverters",
final_timing,hold_viol,0,
min_path,holdPathStages,2,
critical_path,reg2reg_depth,3,
final_layout,drive_gt1_share,15.8,%
final_timing,min_period,5.60,ns
clocking,clock_latency,0.59,ns
die,die-area,0.0583,sq mm
final_timing,slew_viol_final,0,
final_timing,finalSetupViolations,0,
clocking,cts_max_path_buffers,3,
critical_path,worstReg2RegStart,"state[2]$_DFF_PP0_",
final_timing,fin_worst_skew,0.0373,ns
place,gp_congestion,1.10,
synth,synth_area_per_cell,14.8,sq um
job,maxCapViolations,0,
synth,dominantRegCellSynth,"edfxtp_1",
clocking,postCtsHoldBufs,0,
die,die_x,241,microns
critical_path,crit_path_end_kind,"primary output",
power_and_ir_drop,p_per_area,318,mW/mm^2
die,io_pins,17,
grt,grt_use_total,20.8,%
final_timing,fin_crit_sh,98.2,%
routing,ant_nets,0,
clocking,post_cts_resized,0,
run_status,status,"finished, final reports clean",
clocking,clkTransAtPathRegs,0.06,ns
place,post-place-ws,0.236,ns
final_timing,rsz0062_at_grt,"no",
power_and_ir_drop,leakage,5.75,nW
place,dp_cells,1946,
grt,grt_start_max_net_pins,65,
final_timing,worst_slack,0.102,ns
synth,ys.flops,422,
critical_path,slowest_delay,0.65,ns
grt,grt_pass1_wl,80700,microns
final_timing,worst_slew_pin_slew,1.06,ns
synth,edf_count,402,
critical_path,path_depth,9,
clocking,h-tree-depth,2,
critical_path,crit_buf_inv,5,
routing,vias,11200,
grt,grt_pass1_vias,11600,
routing,drc_errors,0,
die,rows,87,
grt,grt.overflow.total,0,
routing,wl_per_cell,27.8,microns
clocking,post_cts.repair.setup_buffers,0,
die,die.size.y,241,microns
critical_path,crit_chain,"clkdlybuf4s50_1, buf_4, and4bb_2, buf_4, buf_4, nand2_1, a221oi_1, o32a_1, clkdlybuf4s50_1",
final_timing,slew_headroom,29.3,%
final_layout,layout_top_cells,"edfxtp_1, nand3_1, nor2_1",
final_timing,fmax,179,MHz
grt,antenna_found_initial,0,
routing,drt_first_iter_violations,1099,
job,warning_count,28,
synth,synth_seq_share,72.9,%
critical_path,critPathKind,"input port to primary output",
die,fp_util,30.4,%
die,core,0.0565,sq mm
final_layout,finalNonFillerCells,2021,
critical_path,cp_max_fo,12,
min_path,min_from,"rom_addr[4]$_DFFE_PP_",
==> area by class of cell <==
class,count,area (sq um)
clock buffers,49,1080
multi-input cells,640,4300
inverters,22,82.6
clock inverters,26,290
well taps,756,946
repair buffers,106,921
fillers,5229,36300
flip-flops and latches,422,12600
==> sequential cells by signal, summed over array words and instances (netlist names) <==
name,cells
diag,4
done,1
r,4
r_max,4
r_min,4
ram,384
ram_write_addr,6
rom_addr,6
rom_data,6
state,3
==> kinds of logic (layout without fill, tap and decap cells) <==
logic type      Yosys count  count (layout)  share of synthesized area, %
compound gates          250             250                          10.7
simple gates            326             326                          9.62
xor+xnor                 13              13                         0.662
fa+ha+maj                22              22                          1.73
buf+inv                  99             203                          2.62
mux                      26              26                          1.74
flops                   422             422                          72.9
other cells               1               3                        0.0218
==> per-stage QoR <==
stage / utilization, % / instance area, sq um / power, W / hold slack, ns
after floorplan: - / 17200 / 0.00355 / 0.413
after global placement: 33.3 / 18800 / 0.00369 / 0.423
after detailed placement: 33.3 / 18800 / 0.00369 / 0.427
after CTS: 35.7 / 20200 / 0.00644 / 0.441
after global routing: 35.7 / 20200 / 0.00657 / 0.464
final: 35.7 / 20200 / 0.00642 / 0.439
==> per-layer routing <==
metal	vias up	wire length [microns]	global-route usage [%]	part of all wire [%]
met5	-	105	3.20	0.19
met4	4	2250	6.10	4.0
met3	136	9120	14.7	16
met2	836	25200	30.6	45
met1	5456	19500	24.3	35
li1	4724	-	-	-
==> cells in the mapped netlist, drive strengths merged (8+ instances only) <==
master / count / share of area (%)
a211oi: 8 / 0.35
a21oi: 37 / 1.1
a221oi: 14 / 0.71
a222oi: 9 / 0.52
a22o: 18 / 0.92
a22oi: 62 / 2.7
and3: 10 / 0.36
buf: 50 / 1.5
clkbuf: 27 / 0.59
dfrtp: 13 / 1.9
edfxtp: 402 / 70
ha: 19 / 1.4
inv: 20 / 0.44
mux2: 11 / 0.72
mux2i: 13 / 0.76
nand2: 68 / 1.5
nand3: 88 / 2.6
nand4: 12 / 0.44
nor2: 86 / 1.9
nor2b: 8 / 0.29
nor3: 11 / 0.32
o211ai: 9 / 0.39
o21ai: 25 / 0.73
o22ai: 11 / 0.40
xnor2: 10 / 0.51
==> power by group <==
part / internal [W] / switching, W / total, W
logic: 0.000108 / 0.000186 / 0.000294
clock network: 0.00159 / 0.00119 / 0.00279
registers: 0.00334 / 0 / 0.00334
==> worst max-delay path by stage <==
stage,start,endpoint,slack [ns]
after CTS,ram_read_addr[2],ram_read_data[4],0.23
after global routing,ram_read_addr[2],ram_read_data[2],0.10
final,ram_read_addr[2],ram_read_data[4],0.10
==> worst reg2reg max path, delay by kind of cell (launching register included) <==
| kind | cells | cell delay (ns) |
|---|---|---|
| and+or+nand+nor | 3 | 2.18 |
| DFF | 1 | 0.75 |
Power figures rest on the tool's default switching activity, not on a simulated workload.
